==> ./design.v <==
`timescale 1ns / 1ps
module control (
	input 	    clk,
	input 	    rst,
	input 	    data_in_valid,
	input [1:0] cnt_data,
	output 	    cnt_rst, cnt_en,
	output 	    reg_en
);
   reg   state, state_nxt;
   always @ (posedge clk) begin
      if(rst)
	state <= 1'b0;
      else
	state <= state_nxt;
   end
   always @* begin 
      state_nxt = state;  
      case (state)
	1'b0:  
	  if(data_in_valid)  
	    state_nxt = 1'b1;
	default:; 
      endcase    
   end 
   assign cnt_rst = data_in_valid; 
   assign cnt_en = (state != 1'b0);  
   assign reg_en = data_in_valid | (cnt_data < 2'd3);  
endmodule
`timescale 1ns/1ps
module counter (
  input 	   clk,
  input 	   rst,
  input 	   en,
  output reg [1:0] data_out
);
   always @ (posedge clk) begin
      if (rst == 1'b1) begin  
	 data_out <= 2'b0;
      end
      else if (en == 1'b1 ) begin  	 
	 if(data_out != 2'b11)  
	    data_out <= data_out+1'b1;  
      end
   end
endmodule
`timescale 1ns/1ps
module register (
  input		    clk,
  input             en,
  input    [31:0] data_in,   
  output reg [31:0] data_out    
);
always @ (posedge clk)
   if (en == 1'd1)  
     data_out <= data_in;
endmodule
`timescale 1ns / 1ps
module top (  
	input 	      clk,
	input 	      rst,
	input [7:0]   data_in,
	input 	      data_in_valid,
	output [31:0] data_out,
	output 	      data_out_valid
);
   wire 	      cnt_rst, cnt_en;
   wire [1:0] 	      count;
   wire 	      reg_en;
   wire [31:0] 	      reg_data_in, reg_data_out;
   assign data_out = reg_data_out;
   assign data_out_valid = data_in_valid;
   assign reg_data_in = data_in_valid? data_in : data_in*reg_data_out;
   counter cnt (
	       	.clk(clk),
	       	.rst(cnt_rst),
	       	.en(cnt_en),
	       	.data_out(count)
		);
   register preg (
	       	    .clk(clk),
	       	    .en(reg_en),
	       	    .data_in(reg_data_in),
	       	    .data_out(reg_data_out)
		    );
   control controler (
		      .clk(clk),
		      .rst(rst),
		      .data_in_valid(data_in_valid),
		      .cnt_data(count),
		      .cnt_rst(cnt_rst), 
		      .cnt_en(cnt_en),
		      .reg_en(reg_en)
		      );
endmodule
==> ./run.sh <==
#!/bin/bash
# OpenROAD 26Q1-2900-gdf79404cd8, Yosys 0.63+post, stock flow scripts
make -C /OpenROAD-flow-scripts/flow DESIGN_CONFIG=/design/flow/config.mk WORK_HOME=/design/flow/orfs finish
==> ./config.mk <==
export PLATFORM = sky130hd
export DESIGN_NAME = top
export DESIGN_NICKNAME = top
export VERILOG_FILES = /design/flow/design.v
export SDC_FILE = /design/flow/constraint.sdc
export NUM_CORES = 4
export LEC_CHECK = 1
export CORE_UTILIZATION = 50
export SYNTH_HDL_FRONTEND = slang
==> ./constraint.sdc <==
current_design top

set clk_period 13.2
set clk_io_pct 0.2

create_clock -name clk0 -period $clk_period [get_ports {clk}]

set non_clock_inputs [all_inputs -no_clocks]
set_input_delay [expr $clk_period * $clk_io_pct] -clock clk0 $non_clock_inputs
set_output_delay [expr $clk_period * $clk_io_pct] -clock clk0 [all_outputs]
==> impl_metrics.toml <==
# physical design summary
[status]
status = "finished clean"

[sta]
slew_viol_final = 0
fmax_mhz = 130.8
fin_skew_ns = 0.003884
setup_viol_count_final = 0
fin_setup_tns_ns = 0
fin_crit_ns = 7.647
hold_violations = 0
finalCritPeriodShare = 0.5793
max_slew_margin = 0.6173
rsz0062_at_grt = "false"
tightest_slew_ns = 0.5681

[hold_path]
min_path_type = "flip-flop to flip-flop"
worstHoldStart = "controler.cnt_en"

[place]
place.port_buffers = 43
place_congestion = 0.8979
place_area_um2 = 8668
dp_hpwl_um = 14700
dp.cells = 1081

[flow_run]
warning_count = 25
max_cap_viol_count = 0

[synth]
ys_async_sr_fraction = 0
ff_type = "edfxtp_1"
syn_avg_cell_area_um2 = 9.474
synthCells = 846
edf_count = 32
synthDistinctLibCells = 54
ys_seq_frac = 0.1274
ys_cells = 846
yosysWarnings = 0
numSynthFlops = 35
synthesis.area_um2 = 8015
synth-area-yosys_um2 = 8015

[detailed_routing]
routed_wl_um = 19080
drt_first_iter_violations = 236
insertedDiodeCount = 0
dr.pass1.iters = 4
vias = 5764
avgRoutedWirePerCell_um = 17.52
avgViaCountPerCell = 5.293
postRouteAntennaNets = 0
drc = 0

[global_routing]
grt_max_degree = 42
grt_pass1_vias = 6268
antenna_found_initial = 0
grt_pass1_wl_um = 32580
overflow = 0
grt_usage = 0.2762

[final_layout]
fill_cells = 1377
fin_area_um2 = 8805
instances_no_fill = 1089
flop_area_um2 = 1021
drive_gt1_frac = 0.03417
syn2layout_area_growth_pct = 9.850
logic_area_um2 = 6360
layout_top_cells = "175 x and2_1, 156 x fa_1, 138 x inv_1"
final_common_cell = "and2_1"

[worst_setup_path]
max_stage_delay_ns = 0.54
worstSetupPathType = "input pin to flip-flop"
crit_slowest_cell = "fa_1"
critPathArrivalTime_ns = 7.69
cp_common_cell = "fa_1"
reg2reg_from = "preg.data_out[12]"
crit_chain = "clkdlybuf4s50_1 -> buf_4 -> and2_1 -> fa_1 -> fa_1 -> fa_1 -> inv_1 -> fa_1 -> inv_1 -> ha_1 -> nand2_1 -> o21ai_0 -> a21oi_1 -> o21ai_4 -> a31oi_4 -> o31ai_4 -> mux2_1"
startpoint = "data_in[3]"
cp_top_family = "adder cells"
start_kind = "input pin"
cp.buffers_inverters = 4
cp_max_fo = 30
worstPathRequired_ns = 13.24
endpoint_kind = "flip-flop"

[clock_network]
h-tree-depth = 2
cts_root_buf = "clkbuf_16"
ctsResizeCount = 0
post_cts.repair.setup_buffers = 0
clkSlewWorstSetupHoldPaths_ns = 0.06
cts_tree = "done"
ctsHoldBuffers = 0
clk_latency_ns = 0.29
clockBufferDepth = 2
cts_sinks = 35
numCtsBuffers = 5

[floorplanning]
core_area_um2 = 15430
chipArea_um2 = 16540
fp-row-count = 45
chipHeight_um = 128.6
ioPinCount = 44
dieWidth_um = 128.6
fp_util = 0.5195
[registers in the layout (all words and copies together) (netlist names)]
signal / flops
preg.data_out: 32
cnt.data_out: 2
controler.cnt_en: 1
[final timing paths]
check | cells after the start | slack, ns | endpoint
max | 17 | 5.55 | preg.data_out[27]
min | 2 | 0.46 | controler.cnt_en
max reg2reg | 15 | 8.06 | preg.data_out[27]
min reg2reg | 2 | 0.46 | controler.cnt_en
[cells by family after synthesis]
logic type,after synthesis,share of synthesized area
DFF,35,0.1274
adders and majority gates,197,0.4536
xor gates and xnor gates,36,0.03934
muxes,7,0.009522
and+or+nand+nor,306,0.2067
AOI/OAI and AO/OA,98,0.08430
buffers and inverters,167,0.07914
[per-layer routing]
layer	vias up	part of all wire	wire [um]	GRT usage
met5	-	0	0	0.02353
met4	0	0.011	208	0.02353
li1	2679	-	-	-
met3	23	0.10	1918	0.1165
met2	225	0.44	8365	0.3987
met1	2837	0.45	8587	0.4319
[cell usage after synthesis (2+ instances only)]
master | count | area share
and2_1 | 175 | 0.14
fa_1 | 156 | 0.39
inv_1 | 138 | 0.065
nand2_1 | 64 | 0.030
ha_1 | 41 | 0.064
nor2_1 | 38 | 0.018
a21oi_1 | 34 | 0.021
edfxtp_1 | 32 | 0.12
clkbuf_1 | 24 | 0.011
xnor2_1 | 21 | 0.023
xor2_1 | 15 | 0.016
a21o_1 | 13 | 0.012
o21ai_0 | 13 | 0.0081
nand4_1 | 6 | 0.0047
nor2b_1 | 5 | 0.0039
a211oi_1 | 4 | 0.0037
and3_1 | 4 | 0.0031
nand3_1 | 4 | 0.0025
o21ai_1 | 4 | 0.0025
a31oi_1 | 3 | 0.0023
buf_2 | 3 | 0.0019
dfxtp_1 | 3 | 0.0075
mux2_2 | 3 | 0.0042
nand2b_1 | 3 | 0.0023
o21a_1 | 3 | 0.0028
o21bai_1 | 3 | 0.0028
a221o_1 | 2 | 0.0025
mux2_1 | 2 | 0.0028
mux2i_1 | 2 | 0.0025
o211ai_1 | 2 | 0.0019
or2_2 | 2 | 0.0016
or3_1 | 2 | 0.0016
[tightest hold or removal path, stage by stage (launching register included)]
cell and delay, ns:
dfxtp_1 0.32, nor2_1 0.04, nor2_1 0.06
[stage by stage]
step,hold WS [ns],setup WS [ns],util
3_3_place_gp,0.4416,5.347,0.5619
6_report,0.4611,5.553,0.5707
5_1_grt,0.5080,5.296,0.5707
4_1_cts,0.4653,5.640,0.5707
2_1_floorplan,0.4270,6.109,-
3_5_place_dp,0.4508,5.346,0.5619
[final cells by class]
cell class,instances,area share
Multi-Input combinational cell,644,0.7223
Tap cell,211,0.02998
Timing Repair Buffer,53,0.05741
Sequential cell,35,0.1160
Clock buffer,6,0.01464
Clock inverter,2,0.0008526
Inverter,138,0.05883
