==> flow/config.mk <==
export PLATFORM = sky130hd
export DESIGN_NAME = xdisplay
export DESIGN_NICKNAME = xdisplay
export VERILOG_FILES = /design/flow/design.v
export SDC_FILE = /design/flow/constraint.sdc
export NUM_CORES = 4
export LEC_CHECK = 1
export CORE_UTILIZATION = 40
export SYNTH_HDL_FRONTEND = slang
==> flow/constraint.sdc <==
current_design xdisplay

set clk_period 3.9
set clk_io_pct 0.2

create_clock -name clk0 -period $clk_period [get_ports {clk}]

set non_clock_inputs [all_inputs -no_clocks]
set_input_delay [expr $clk_period * $clk_io_pct] -clock clk0 $non_clock_inputs
set_output_delay [expr $clk_period * $clk_io_pct] -clock clk0 [all_outputs]
==> flow/design.v <==
`timescale 1ns / 1ps
module xdisplay (
    input clk,
    input rst,
    input [3:0] n_display,
    input [7:0] segments,
    output reg [11:0] out
);
reg [17:0] cntDiv = 18'h0;
wire enRegister;
reg [3:0] shiftRegister= 4'b1;
reg [7:0] dis_reg_aux0;
reg [7:0] dis_reg_aux1;
reg [7:0] dis_reg_aux2;
reg [7:0] dis_reg_aux3;
always@(posedge clk, posedge rst) begin
    if(rst)
        cntDiv <= 4'b0;
    else
        cntDiv <= cntDiv + 1;
end
always@(posedge clk, posedge rst) begin
    if(rst)
        shiftRegister <= 4'b1;
    else if (shiftRegister == 4'b0000)
        shiftRegister <= 4'b1;
    else if (enRegister)
        shiftRegister <= shiftRegister << 1;
end
assign enRegister = (cntDiv == 18'h3FFFF);
always @(posedge clk, posedge rst) begin
    if (rst)
        dis_reg_aux0 <= 8'hFF;
    else
        if (n_display[0])
            dis_reg_aux0 <= segments;
end
always @(posedge clk, posedge rst) begin
    if (rst)
        dis_reg_aux1 <= 8'hFF;
    else
        if (n_display[1])
            dis_reg_aux1 <= segments;
end
always @(posedge clk, posedge rst) begin
    if (rst)
        dis_reg_aux2 <= 8'hFF;
    else
        if (n_display[2])
            dis_reg_aux2 <= segments;
end
always @(posedge clk, posedge rst) begin
    if (rst)
        dis_reg_aux3 <= 8'hFF;
    else
        if (n_display[3])
            dis_reg_aux3 <= segments;
end
always@(*) begin
    if (rst)
        out = 12'hFFF;
    else
    case (shiftRegister)
        1: out = {4'hE, dis_reg_aux0};
        2: out = {4'hD, dis_reg_aux1};
        4: out = {4'hB, dis_reg_aux2};
        8: out = {4'h7, dis_reg_aux3};
        default: 
            out = 12'b0;
    endcase
end
endmodule
==> flow/run.sh <==
#!/bin/bash
# OpenROAD 26Q1-2900-gdf79404cd8, Yosys 0.63+post, stock flow scripts
make -C /OpenROAD-flow-scripts/flow DESIGN_CONFIG=/design/flow/config.mk WORK_HOME=/design/flow/orfs finish
==> impl_metrics.json <==
{
  "status": "complete, no violations",
  "cts_resized": 0,
  "p_clk_frac": 0.289,
  "antennaDiodeCount": 0,
  "timing.final.max_slew_violations": 0,
  "row_count": 28,
  "drtIter0Drc": 100,
  "post-place-cells": 283,
  "p_int_mw": 0.800,
  "slowest_stage": "dfrtp_1",
  "area_delta_synth_final_pct": 15.5,
  "switching_share": 0.220,
  "synth.area.top_cells": "dfstp_2 34%, dfrtp_1 21%, mux2_2 14%, xnor2_1 3.5%, o21ai_0 3.4%",
  "lay_top_cells": "33 x dfstp_2, 32 x mux2_2, 25 x clkdlybuf4s50_1, 21 x dfrtp_1, 17 x o21ai_0",
  "synth_warnings": 0,
  "hpwl_um": 3040,
  "drtPass1Iterations": 5,
  "warnings": 25,
  "end_kind": "output port",
  "gr-total-overflow": 0,
  "critPathMaxStageDelay_ns": 0.63,
  "worst_pin_slew_ns": 0.672,
  "clock_sinks": 54,
  "wirelength_um": 4650,
  "synthArstFlopShare": 1.00,
  "critical_path_class": "reg2out",
  "power.total_mw": 1.02,
  "coreArea_sq_um": 5990,
  "postCtsSetupBuffers": 0,
  "remaining_drc_errors": 0,
  "post_layout_nonfiller_instances": 291,
  "critical_path_buf_inv_count": 2,
  "cts-root-buf": "clkbuf_8",
  "synth.cell_area_sq_um": 2510,
  "max-vdd-ir-drop_mv": 0.200,
  "htree_levels": 2,
  "track_usage": 0.159,
  "finClkSkew_ns": 0.0112,
  "cap_violations": 0,
  "top_area_cell": "dfstp_2",
  "crit_family": "buffers and inverters",
  "switching_power_mw": 0.225,
  "port_buffers": 25,
  "yosys_cells": 192,
  "crit_cells": 5,
  "vias_per_cell": 5.41,
  "cts_tree": "built",
  "ios": 26,
  "arrival_ns": 2.47,
  "cp_cell_sequence": "nor2b_1 -> buf_4 -> a22oi_1 -> o21ai_0 -> clkdlybuf4s50_1",
  "fillCellCount": 524,
  "setup_tns_ns": 0,
  "ff_type": "dfstp_2",
  "crit_fanout": 12,
  "hold_viol": 0,
  "grt_pass1_vias": 1511,
  "syn_inst": 192,
  "numCtsBuffers": 5,
  "grt_max_degree": 55,
  "whs_path_depth": 1,
  "fmax_ghz": 0.308,
  "grt_setup_unrepaired": "false",
  "top_cell_area_share": 0.345,
  "synth_area_per_cell_sq_um": 13.1,
  "power.density_nw_per_um2": 353,
  "synth-seq-area-share": 0.554,
  "p_leak_nw": 1.17,
  "die_area_sq_um": 6610,
  "ant_nets": 0,
  "min_path_type": "reg2reg",
  "fp.dieW_um": 81.3,
  "final_common_cell": "dfstp_2",
  "clk_pin_slew_ns": 0.08,
  "combinationalPowerShare": 0.092,
  "edf_count": 0,
  "clkLatencyLatePin_ns": 0.30,
  "ys_area_sq_um": 2510,
  "place.gp.congestion": 0.757,
  "cts_hold_buf": 0,
  "die_y_um": 81.3,
  "finalCriticalPeriod_ns": 3.25,
  "setup_viol": 0,
  "start_kind": "flip-flop",
  "max-slew-margin-rel": 0.552,
  "drive_above_1_share": 0.421,
  "synth.distinct_cells": 35,
  "cts.path.max_buffers": 2,
  "antenna_found_initial": 0,
  "numSynthFlops": 54,
  "grt_pass1_wl_um": 7650,
  "cp.required_ns": 3.12,
  "initCoreUtil": 0.420,
  "wire_per_inst_um": 16.0,
  "r2r_cells": 5,
  "dr_total_vias": 1573,
  "finalCritPeriodShare": 0.832,
  "seqPwrFrac": 0.619
}
[kinds of logic (layout without fill, tap and decap cells)]
kind of cell / Yosys count / after routing / synth area share
DFF: 54 / 54 / 0.554
AOI/OAI and AO/OA: 36 / 36 / 0.0955
muxes: 35 / 35 / 0.161
and+or+nand+nor: 31 / 31 / 0.0905
xor gates and xnor gates: 18 / 18 / 0.0627
buffers and inverters: 17 / 41 / 0.0313
adders and majority gates: 1 / 1 / 0.00497
[layout make-up]
| type | count | area (sq um) | share of cell area |
|---|---|---|---|
| sequential | 54 | 1390 | 0.480 |
| clock inverter | 2 | 10.0 | 0.00345 |
| multi-input combinational | 121 | 1040 | 0.359 |
| tap | 75 | 93.8 | 0.0323 |
| clock buffer | 6 | 72.6 | 0.0250 |
| timing repair buffer | 28 | 273 | 0.0939 |
| inverter | 5 | 18.8 | 0.00646 |
[worst reg2reg max path, stage by stage (launching register included)]
cell and delay [ns]:
dfrtp_1 0.39, ha_1 0.22, nand3_2 0.15, nor2_4 0.20
and4_4 0.29, mux2_4 0.30
[power groups by stage]
stage / Clock [mW] / Sequential [mW] / Combinational, mW
final: 0.296 / 0.634 / 0.0947
after global routing: 0.336 / 0.639 / 0.105
after CTS: 0.313 / 0.634 / 0.0962
[per-layer routing]
metal | up-vias | track usage | part of all wire
met2 | 48 | 0.208 | 0.42
met4 | 0 | 0.0321 | 0.020
met5 | - | 0 | 0
met1 | 774 | 0.275 | 0.50
met3 | 10 | 0.0399 | 0.063
li1 | 741 | - | -
[worst paths after layout]
check	slack (ns)	from	endpoint
min	0.47	cntDiv[16]$_DFF_PP0_	cntDiv[16]$_DFF_PP0_
min in group asynchronous	1.37	rst	cntDiv[5]$_DFF_PP0_
max	0.65	shiftRegister[2]$_DFFE_PP0P_	out[2]
max in group asynchronous	2.09	rst	shiftRegister[1]$_DFFE_PP0P_
min reg2reg	0.47	cntDiv[16]$_DFF_PP0_	cntDiv[16]$_DFF_PP0_
max reg2reg	2.23	cntDiv[0]$_DFF_PP0_	shiftRegister[1]$_DFFE_PP0P_
[synth_stat cells, drive strengths merged, types with 3 or more instances]
master  count
a22oi       8
xor2        8
a221oi      8
nor2        6
clkbuf      6
inv         5
buf         6
dfrtp      21
mux2       35
dfstp      33
nand3       7
nand4       3
o21ai      17
xnor2      10
nand2       5
[flip-flops by register name, summed over array words and instances (netlist names)]
register,count
dis_reg_aux2,8
dis_reg_aux3,8
dis_reg_aux1,8
dis_reg_aux0,8
cntDiv,18
shiftRegister,4
[metrics by stage]
stage                util  instance area [sq um]  hold slack [ns]  setup WS, ns
global placement    0.471                   2820            0.456         0.861
detailed placement  0.471                   2820            0.460         0.856
finish              0.485                   2900            0.473         0.653
CTS                 0.485                   2900            0.478         0.651
global route        0.485                   2900            0.494         0.424
floorplan               -                   2510            0.439         0.910
