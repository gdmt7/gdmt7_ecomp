--- design/flow/run.sh ---
#!/bin/bash
# OpenROAD 26Q1-2900-gdf79404cd8, Yosys 0.63+post, stock flow scripts
make -C /OpenROAD-flow-scripts/flow DESIGN_CONFIG=/design/flow/config.mk WORK_HOME=/design/flow/orfs finish
--- design/flow/config.mk ---
export PLATFORM = sky130hd
export DESIGN_NAME = xaddr_extdecoder
export DESIGN_NICKNAME = xaddr_extdecoder
export VERILOG_FILES = /design/flow/design.v
export SDC_FILE = /design/flow/constraint.sdc
export NUM_CORES = 4
export LEC_CHECK = 1
export CORE_AREA = 10 10 70 70
export DIE_AREA = 0 0 80 80
export SYNTH_HDL_FRONTEND = slang
--- design/flow/constraint.sdc ---
current_design xaddr_extdecoder

set clk_period 1.3
set clk_io_pct 0.2

create_clock -name clk0 -period $clk_period

set non_clock_inputs [all_inputs -no_clocks]
set_input_delay [expr $clk_period * $clk_io_pct] -clock clk0 $non_clock_inputs
set_output_delay [expr $clk_period * $clk_io_pct] -clock clk0 [all_outputs]
--- design/flow/design.v ---
`timescale 1ns / 1ps
module xaddr_extdecoder(
    input [4-1:0] addr,
    input rd_en,
    input wr_en,
    input [6:0] switch_in,
    input [3:0] button_in,
	 input [2:0] lfsr_in,
    output reg [32-1:0] data_out ,
    output reg led_sel,
    output reg [3:0] display_sel
);
reg switch_sel;
reg button_sel;
reg lfsr_sel;
always @(*) begin
    led_sel = 1'b0;
    switch_sel = 1'b0;
    button_sel = 1'b0;
    display_sel = 4'b0;
	 lfsr_sel = 1'b0;
    if ( addr == 8)
        led_sel = wr_en;
    else if ( addr == 10)
        switch_sel = rd_en;
    else if ( addr == 12)
        button_sel = rd_en;
    else if ( addr == 0)
        display_sel[0] = wr_en;
    else if ( addr == 6)
        display_sel[1] = wr_en;
    else if ( addr == 4)
        display_sel[2] = wr_en;
    else if ( addr == 2)
        display_sel[3] = wr_en;
	 else if ( addr == 14)
        lfsr_sel = rd_en;	  
end
always @(*) begin
    data_out = 32'd0;
    if(button_sel)
        data_out = button_in;
    else if(switch_sel)
        data_out = switch_in;
	 else if(lfsr_sel)
        data_out = lfsr_in;	
end
endmodule  
==> results.json <==
{
  "status": "completed",
  "post-route-period-util_pct": 99.9,
  "maxClockFrequency_mhz": 770,
  "ys_types": 18,
  "route.detailed.vias_per_inst": 3.04,
  "first_global_vias": 487,
  "post_synth_inst_count": 49,
  "die_h_um": 80,
  "gp_congestion": 0.793,
  "postPlaceCellArea_sq_um": 721,
  "power.internal_mw": 0.0986,
  "share_seq_of_total_power_pct": 0,
  "die-area_sq_mm": 0.00640,
  "netSwitchingPower_mw": 0.0528,
  "finalCriticalPeriod_ps": 1300,
  "grt_max_degree": 5,
  "timing_worst_setup_path_type": "in -> out",
  "wire_length_of_the_first_global_routing_pass_um": 2460,
  "placement_rows": 21,
  "sequential_cell_total": 0,
  "post_synth.cell_area_avg_sq_um": 7.84,
  "worst-endpoint-required_ps": 1040,
  "wl_per_cell_um": 11.9,
  "drt-pass1-iter-count": 2,
  "p_leak_nw": 0.387,
  "cts-hold-fix-buffers": 0,
  "drc": 0,
  "critPathLaunchType": "input pin",
  "io_buffer_count": 32,
  "timing.max_cap.violations": 0,
  "wirelength_um": 1660,
  "worst_slack_ps": 1.83,
  "ios": 57,
  "powerDensity_mw_per_mm2": 188,
  "timing.final.max_slew_violations": 0,
  "path_max_fanout": 3,
  "total_power_mw": 0.151,
  "n_antenna_cell": 0,
  "placement_setup_slack_ps": -757,
  "timing_hold_violations_final": 0,
  "nClkBuffers": 0,
  "yosys_warnings": 0,
  "setup-violations-final": 0,
  "antenna_left": 0,
  "global_route.overflow_total": 0,
  "mappedNetlistArea_sq_um": 384,
  "beginning_of_the_worst_hold_path": "addr[0]",
  "drt_iter0_drc": 2,
  "grt_antenna_before_repair": 0,
  "synthToLayoutAreaGrowth_pct": 109,
  "floorplan.core_util_pct": 11.2,
  "worstSetupStartpoint": "addr[2]",
  "rsz0062_at_grt": "yes",
  "endpoint_kind_of_the_worst_setup_timing_path": "primary output",
  "crit_arrival_ps": 1040,
  "share_of_final_layout_standard_cells_stronger_than_drive_strength_1_pct": 44.1,
  "clock_share_of_power_pct": 0,
  "ys_seq_share_pct": 0,
  "hp-class": "in -> out",
  "groute.usage.overall_pct": 4.66,
  "yosysCellCount": 49,
  "die.size.x_um": 80,
  "dr_total_vias": 423,
  "hpwl_after_detailed_placement_um": 1410,
  "power.share.combinational_pct": 100.0,
  "core_area_sq_mm": 0.00342,
  "ir_worst_vdd_uv": 62.0,
  "netSwitchingFraction_pct": 34.9,
  "layout.cell_area.non_filler_sq_um": 805,
  "register_area_sq_um": 0,
  "ys_area_sq_um": 384,
  "fill_cells": 382,
  "warning_total_across_the_stage_logs": 34
}
[layer usage]
metal | GRT usage [%] | up-vias | part of all wire, %
li1 | - | 206 | -
met1 | 5.74 | 183 | 43
met2 | 7.54 | 34 | 43
met3 | 2.39 | 0 | 13
met4 | 0 | 0 | 0
met5 | 0 | - | 0
[final timing paths]
| kind | to | cells past startpoint |
|---|---|---|
| min | display_sel[0] | 4 |
| max | data_out[0] | 7 |
[layout make-up]
class | instances | area, sq um | area share [%]
multi-input cells | 47 | 339 | 42.1
repair buffers | 46 | 408 | 50.7
well taps | 46 | 57.6 | 7.15
[stage by stage]
stage | utilization (%) | TNS (ps) | std cells | hold slack (ps)
6_report | 23.6 | 0 | 139 | 855
5_1_grt | 23.6 | -231 | 139 | 879
4_1_cts | 23.6 | -112 | 141 | 866
3_5_place_dp | 21.1 | -8460 | 134 | 1430
3_3_place_gp | 21.1 | -8360 | 134 | 1440
2_1_floorplan | - | 0 | 73 | 534
[power by group through the flow]
stage / combinational (mW) / clock [mW] / sequential, mW
after CTS: 0.149 / 0 / 0
final: 0.151 / 0 / 0
after global routing: 0.166 / 0 / 0
[Yosys cell counts]
cell type | number | area, sq um
sky130_fd_sc_hd__buf_4 | 25 | 188
sky130_fd_sc_hd__and2_1 | 3 | 18.8
sky130_fd_sc_hd__mux2i_1 | 3 | 30.0
sky130_fd_sc_hd__o2bb2ai_1 | 3 | 26.3
sky130_fd_sc_hd__nor3_1 | 2 | 10.0
sky130_fd_sc_hd__a22o_1 | 1 | 8.76
sky130_fd_sc_hd__buf_6 | 1 | 11.3
sky130_fd_sc_hd__conb_1 | 1 | 3.75
sky130_fd_sc_hd__nand2b_1 | 1 | 6.26
sky130_fd_sc_hd__nand2b_4 | 1 | 13.8
sky130_fd_sc_hd__nand3_2 | 1 | 10.0
sky130_fd_sc_hd__nand3b_1 | 1 | 7.51
sky130_fd_sc_hd__nand4b_2 | 1 | 15.0
sky130_fd_sc_hd__nor2_1 | 1 | 3.75
sky130_fd_sc_hd__nor2_2 | 1 | 6.26
sky130_fd_sc_hd__nor3_2 | 1 | 10.0
sky130_fd_sc_hd__nor4_1 | 1 | 6.26
sky130_fd_sc_hd__nor4b_1 | 1 | 8.76
[placed cells by master, fill, tap and decap left out, drive strengths merged]
| master | n |
|---|---|
| a22o | 1 |
| and2 | 3 |
| buf | 25 |
| clkbuf | 3 |
| clkdlybuf4s15 | 4 |
| clkdlybuf4s50 | 14 |
| conb | 25 |
| mux2i | 3 |
| nand2b | 2 |
| nand3 | 1 |
| nand3b | 1 |
| nand4b | 1 |
| nor2 | 2 |
| nor3 | 3 |
| nor4 | 1 |
| nor4b | 1 |
| o2bb2ai | 3 |
[repair_timing]
item | CTS | global route
setup endpoints to repair | 12 | 10
pin swaps | 9 | 7
resized | 70 | 12
setup buffers | 8 | 0
[logic make-up (layout without fill, tap and decap cells)]
family                 count (synthesis)  in the layout  synth area share, %
AOI/OAI and AO/OA                      4              4                 9.12
muxes                                  3              3                 7.82
and+or+nand+nor                       15             15                 30.3
other                                  1             25                0.976
buffers and inverters                 26             46                 51.8
[critical path: stages]
cell                        delay (ps)
sky130_fd_sc_hd__buf_8              80
sky130_fd_sc_hd__nand3_2            70
sky130_fd_sc_hd__nor3_2            200
sky130_fd_sc_hd__buf_4             150
sky130_fd_sc_hd__buf_6              90
sky130_fd_sc_hd__o2bb2ai_2          80
sky130_fd_sc_hd__buf_2             110
